File: design/flow/config.mk
export PLATFORM = sky130hd
export DESIGN_NAME = conv_12_5
export DESIGN_NICKNAME = conv_12_5
export VERILOG_FILES = /design/flow/design.v
export SDC_FILE = /design/flow/constraint.sdc
export NUM_CORES = 4
export LEC_CHECK = 1
export CORE_UTILIZATION = 30
File: design/flow/constraint.sdc
current_design conv_12_5

set clk_period 13.8
set clk_io_pct 0.2

create_clock -name clk0 -period $clk_period [get_ports {clk}]

set non_clock_inputs [all_inputs -no_clocks]
set_input_delay [expr $clk_period * $clk_io_pct] -clock clk0 $non_clock_inputs
set_output_delay [expr $clk_period * $clk_io_pct] -clock clk0 [all_outputs]
File: design/flow/design.v
module conv_12_5(clk, reset, x_data,x_valid, x_ready, f_data,f_valid, f_ready, y_data, y_valid, y_ready);
	parameter M = 12;
	parameter N = 5;
 	input clk, reset, x_valid, f_valid, y_ready;
 	input signed [9:0] x_data, f_data;
  	logic signed [9:0] data_x,data_f;
 	output logic x_ready, f_ready, y_valid;
 	output logic signed [22:0] y_data;
   	logic [$clog2(M)-1:0] addr_x, counterx;
   	logic [$clog2(N)-1:0] addr_f, counterf, countery;
	logic overflow_county;
	logic wr_en_x,wr_en_f,clear,en_acc, clear_accumulator;
	parameter [3:0] init = 0, upload_x = 1, upload_f= 2, start_math = 3, start_mult = 4, output_result = 5, wait_s = 6, upload = 7, nothing = 8;  
	logic [3:0] present_state, next_state;
	memory #(10, M) x (clk,x_data, data_x, addr_x, wr_en_x);             
 	memory #(10, N) f (clk, f_data, data_f, addr_f, wr_en_f);             
 	mac m2(clk,en_acc,clear_accumulator, data_x, data_f, y_data);	      
	assign wr_en_x = x_valid & x_ready;	 
	assign wr_en_f = f_valid & f_ready;      
	assign clear_accumulator = (y_valid & y_ready) | clear;  
	always_comb  
	begin
		if (present_state == init) begin  
			addr_x = counterx;
			addr_f = counterf;
			x_ready = 1;
			f_ready = 0;
			y_valid = 0;
			en_acc = 0;
			clear = 1;
		end
		else if (present_state == upload) begin
			addr_x = counterx;
			addr_f = counterf;
			x_ready = 1;
			f_ready = 1;
			y_valid = 0;
			en_acc = 0;
			clear = 0;
		end
		else if (present_state == upload_x) begin
			addr_x = counterx;
			addr_f = counterf;
			x_ready = 1;
			f_ready = 0;
			y_valid = 0;
			en_acc = 0;
			clear = 0;
		end
		else if (present_state == start_mult) begin
			addr_x = counterx;
			addr_f = counterf;
			x_ready = 0;
			f_ready = 0;
			y_valid = 0;
			en_acc=1;
			clear = 0;
		end
		else if (present_state == output_result) begin
			addr_x = counterx;
			addr_f = counterf;
			x_ready = 0;
			f_ready = 0;
			y_valid = 1;
			en_acc = 0;
			clear = 0;
		end
	 	else if (present_state == wait_s) begin
			addr_x = counterx;
			addr_f = counterf;
			x_ready = 0;
			f_ready = 0;
			y_valid = 1;
			en_acc = 0;
			clear = 0;
		end
		else begin
			addr_x = counterx;
			addr_f = counterf;
			x_ready = 0;
			f_ready = 0;
			y_valid = 0;
			en_acc = 0;
			clear = 0;
		end
	end
	always_comb   
	begin
	if(present_state == init)
		next_state = upload_x;
	else if(present_state == upload && x_valid == 1 && counterx == M-1 && counterf == N-1)
		next_state = start_math;
	else if(present_state == upload && x_valid == 1 && counterx == M-1)
		next_state = upload_f;
	else if(present_state == upload && f_valid == 1 && counterf == N-1)
		next_state = upload_x;
	else if(present_state == upload)
		next_state = upload;
	else if(present_state == upload_x && x_valid == 1 && counterx == M-1)
		next_state = upload_f;
	else if(present_state == upload_x)
		next_state = upload_x;
	else if(present_state == upload_f && f_valid == 1 && counterf == N-1)
		next_state = start_math;
	else if(present_state == upload_f)
		next_state = upload_f;
	else if(present_state == start_math)
		next_state = start_mult;
	else if(present_state == start_mult && counterf == N)
		next_state = output_result;
	else if(present_state == start_mult)
		next_state = start_mult;
	else if(present_state == output_result && y_ready == 1 &&  overflow_county == 1)
		next_state = init;
	else if(present_state == output_result && y_ready == 1)
		next_state = start_math;
	else if(present_state == output_result && y_ready == 0)
		next_state = wait_s;
	else if(present_state == wait_s && y_ready == 1 &&  overflow_county == 1)
		next_state = init;
	else if(present_state == wait_s && y_ready == 1)
		next_state = start_math;
	else if(present_state == wait_s && y_ready == 0)
		next_state = wait_s;
	else
		next_state = nothing;
	end
	always_ff @(posedge clk) begin  
	if (reset == 1)
	begin
		present_state <= init;
		counterx <= 0;
		counterf <= 0;
		countery <= 0;
		overflow_county <= 0;
	end
	else 
	begin
		present_state <= next_state;
		if(x_valid == 1 && x_ready == 1)
		counterx <= counterx + 1;
		if(f_valid == 1 && f_ready == 1)
		counterf <= counterf +1;
		if(next_state == start_math) 
		begin
			counterf <= 0;
			counterx <= countery;
  		end
		else if (next_state == start_mult) 
		begin
			counterx <= counterx + 1;
			counterf <= counterf +1;
		end
		else if (next_state == output_result && countery == M-N) 
		begin
			overflow_county <= 1;
			countery <= countery +1;
		end
		else if (next_state == output_result)
			countery <= countery +1;
		else if (next_state == init) 
			begin
			counterx <= 0;
			counterf <= 0;
			countery <= 0;
			overflow_county <= 0;
			end
 	end
end
endmodule
module mac(clk,en_acc,clear_acc, data_x, data_f, y_data);
input clk, clear_acc,en_acc;
input signed [9:0] data_x, data_f;
output logic signed [22:0] y_data;
logic signed [22:0] product, sum;
  always_ff @(posedge clk) begin
    if(clear_acc == 1) begin                 
      y_data <=0;
    end
    else if(en_acc==1)
	begin
	y_data<=sum;
        end
  end
  always_comb begin
    product = data_x * data_f;            
    sum = product + y_data;               
  end
endmodule
module memory(clk, data_in, data_out, addr, wr_en);
 parameter WIDTH=16, SIZE=64;
 localparam LOGSIZE=$clog2(SIZE);
 input [WIDTH-1:0] data_in;
 output logic [WIDTH-1:0] data_out;
 input [LOGSIZE-1:0] addr;
 input clk, wr_en;
 logic [SIZE-1:0][WIDTH-1:0] mem;
 always_ff @(posedge clk) begin
data_out <= mem[addr];
if (wr_en)
 mem[addr] <= data_in;
 end
endmodule
File: design/flow/run.sh
#!/bin/bash
# OpenROAD 26Q1-2900-gdf79404cd8, Yosys 0.63+post, stock flow scripts
make -C /OpenROAD-flow-scripts/flow DESIGN_CONFIG=/design/flow/config.mk WORK_HOME=/design/flow/orfs finish
==> flow_summary.ini <==
; yosys + openroad results
[clock_tree]
cts_buffers = 29
clockBufferDepth = 3
clockRootBuffer = clkbuf_16
cts_tree = built
cts-resized-gates = 0
cts_sinks = 232
postCtsHoldBufs = 0
insertion_delay_ps = 610
clk_pin_slew_ps = 60
ctsHtreeMaxLevel = 1
cts_setup_buffers = 0

[synthesis]
yosysUniqueCellTypes = 78
ys_ff = 232
synthTopCellsByArea = edfxtp_1, fa_1, dfxtp_1
ys.warnings.count = 4
syn_area_um2 = 17820
most_common_cell = nand2_1
yosysChipArea_um2 = 17820
largest_area_cell = edfxtp_1
netlist_instances = 1859
ys_sh_adder = 0.1677
edf_count = 170
synth.area.mux_share = 0.07606
synth.top_cell.area_share = 0.2865
simple_gate_area_frac = 0.1657
async_flop_share = 0
syn_avg_cell_area_um2 = 9.584
ys_top_logic_family = adder cells
synthFlopType = edfxtp_1
common_cells = nand2_1, edfxtp_1, o21ai_0, inv_1, nor2_1
xor_share = 0.02795
aoi_share = 0.1578
yosysSeqAreaShare = 0.3562
yosys_cells = 1859

[final_timing]
slew_violations = 0
period_needed_ps = 6843
worst_pin_slew_ps = 1018
setup_viol = 0
finalHoldViolCount = 0
fin_skew_ps = 45.57
hold_slack_ps = 483.2
slew_headroom = 0.3122
post-route-period-util = 0.4958
finalSetupTns_ps = 0
clock.fmax_mhz = 146.1
rsz0062_at_grt = false

[power]
ir_drop_mv = 0.3250
p_per_area_nw_per_um2 = 234.6
leakage_nw = 7.681

[place]
post-dp-hpwl_um = 38520
placed_cell_area_um2 = 19120
port_buffers = 50
gp_congestion = 0.9321

[worst_setup_path]
cp.arrival_ps = 7380
critPathCaptureType = register
path_delay_family = adder cells
crit_chain = nand2_1 > inv_1 > fa_1 > inv_1 > fa_1 > inv_1 > fa_1 > fa_1 > fa_1 > ha_1 > or2_2 > a21oi_1 > a211oi_1 > or3_1 > a21oi_1 > xnor2_1 > ha_1 > a21o_1 > a21o_1 > a31o_2 > a31oi_1 > xor2_1 > or3_1 > a21oi_2
path_class = reg2reg
cp_common_cell = fa_1
cp.buffers_inverters = 3
startpoint_type = register
slowest_delay_ps = 730
required_ps = 14330
slowest_stage = fa_1
path_max_fanout = 10

[drt]
drt-initial-drc-count = 1087
num_vias = 14317
drt-pass1-iter-count = 6
antenna_cells = 0
viasPerCell = 5.374
drc = 0
wirelength_um = 51950
ant_nets = 0
wl_per_cell_um = 19.50

[floorplan]
die_y_um = 245.7
ios = 51
rows = 88
initial_core_util = 0.3065
dieArea_um2 = 60360
fp.dieW_um = 245.7
core-area_um2 = 58140

[layout]
syn2layout_area_growth_pct = 12.94
stdcell_area_um2 = 20120
drive_above_1_share = 0.08425

[status]
status = completed

[job]
tool_warnings = 30
max-cap-violations = 0

[grt]
grt_overflow = 0
grt_pass1_wl_um = 81290
grtUsageTotal = 0.1805
antenna_found_initial = 0
grt_max_degree = 52
grt_pass1_vias = 14163

[hold_path]
hp-class = reg2reg
==> where the power goes <==
part	total, mW	leakage, nW	switching (mW)	internal [mW]
logic	3.10	5.23	1.76	1.34
clock network	0.801	0.492	0.322	0.479
registers	0.822	1.96	0.0375	0.784
==> sequential cells by signal, indices dropped and copies added, names as in the netlist <==
register	cells
present_state	8
m2.y_data	23
f.data_out	10
x.data_out	10
counterx	4
overflow_county	1
countery	3
counterf	3
f.mem	50
x.mem	120
==> worst register-to-register path, delay by kind of cell, from the launching register on <==
kind	cells	cell delay (ps)
adder cells (fa/ha/maj)	7	3310
AND-OR/OR-AND	8	1470
AND/OR/NAND/NOR	4	1150
buffers and inverters	3	230
XOR/XNOR	2	240
flip-flops	1	420
==> metal layers <==
metal | vias up | track usage | wire length (um)
met3 | 122 | 0.05693 | 4395
li1 | 6679 | - | -
met1 | 6930 | 0.2432 | 20950
met2 | 586 | 0.2822 | 24440
met5 | - | 0 | 0
met4 | 0 | 0.06028 | 2166
==> placed cells by master, fill, tap and decap left out, types with 13 or more instances in the layout <==
master / n
and2_1: 53
nand2b_1: 22
edfxtp_1: 170
o22ai_1: 24
mux4_2: 40
nor2b_1: 13
a22o_1: 47
mux2i_1: 33
a21oi_1: 75
inv_1: 133
fa_1: 93
clkdlybuf4s50_1: 50
xnor2_1: 38
xor2_1: 16
a22oi_1: 20
clkbuf_16: 30
a21o_1: 17
dfxtp_1: 60
buf_4: 26
nand2_1: 317
nand3_1: 45
nor2_1: 122
nor3_1: 25
ha_1: 90
o21ai_0: 143
==> final cells by class <==
| type | count | area (um^2) |
|---|---|---|
| Timing Repair Buffer | 76 | 695.7 |
| Sequential cell | 232 | 6349 |
| Fill cell | 5762 | 38020 |
| Clock buffer | 34 | 775.7 |
| Inverter | 133 | 499.2 |
| Multi-Input combinational cell | 1404 | 10620 |
| Tap cell | 765 | 957.2 |
| Clock inverter | 20 | 229.0 |
==> cells by family after synthesis <==
logic type | after synthesis
multiplexers | 84
buffers and inverters | 223
XOR/XNOR | 56
flip-flops | 232
AND-OR/OR-AND | 430
AND/OR/NAND/NOR | 651
adder cells (fa/ha/maj) | 183
==> metrics by stage <==
stage                     std cells  utilization  worst slack, ps  power (mW)
after detailed placement       2610       0.3288             6913       3.946
after global routing           2664       0.3461             6576       5.159
after global placement         2610       0.3288             6963       3.903
after CTS                      2664       0.3461             6927       4.776
after floorplan                1859            -             7236       3.382
final                          2664       0.3461             6957       4.720
==> worst paths after layout <==
kind / startpoint / to / slack [ps] / cells past startpoint
hold / removal: m2.y_data[9] / m2.y_data[9] / 480 / 2
setup reg to reg: f.data_out[1] / m2.y_data[22] / 6960 / 24
hold reg to reg: m2.y_data[9] / m2.y_data[9] / 480 / 2
setup / recovery: f.data_out[1] / m2.y_data[22] / 6960 / 24
No activity file was given, so power comes from the tool's default toggle rates.
